==> flow/design.v <==
`timescale 1ns / 1ps
module Decode(
    input clock,
    input [31:0] instruction,
	 input RegWrite,
	 input [4:0]write_reg,
	 input [31:0] write_data,
    output wire [5:0] opcode,
    output wire [31:0] read_data1,
    output wire [31:0] read_data2,
    output wire [31:0] sign_extended_immediate,
    output wire [4:0] rt,
    output wire [4:0] rd
    );
	SignExtension sign_extension_m(
		clock,
		instruction[15:0],
		sign_extended_immediate
		);
	RegisterFile register_file_m(
	 clock,
    RegWrite,
    instruction[25:21],
    instruction[20:16],
    write_reg,
    write_data,
    read_data1,
    read_data2
    );
	assign rd = (instruction[31:26] == 0)?{instruction[15:11]}: {5'b0};
	assign rt = {instruction[20:16]};
   assign opcode = {instruction[31:26]};
endmodule
`timescale 1ns / 1ps
module RegisterFile(
    input clock,
    input RegWrite,
    input [4:0] read_reg1,
    input [4:0] read_reg2,
    input [4:0] write_reg,
    input  [31:0] write_data,
    output wire [31:0] read_data1,
    output wire [31:0] read_data2
    );
	integer index;
	reg [31:0] registers [31:0];
	initial begin 
		for (index=0;index<32;index=index+1)
			registers[index] = 0;
		registers[1] = 0;
		registers[2] = 3;
		registers[3] = 3;
		registers[4] = 2;
		registers[5] = 3;
		registers[6] = 4;
	end
	always @ (posedge clock) begin
		if(RegWrite) begin
			if(write_reg == 0) begin
				$monitor("This operation is forbidden!");
			end
			else begin
				registers[write_reg] = write_data;
			end
		end
	end
	assign read_data1 = registers[read_reg1];
	assign read_data2 = registers[read_reg2];
endmodule
`timescale 1ns / 1ps
module SignExtension(
    input clock,
    input [15:0] value,
    output reg [31:0] sign_extended_value
    );
	always @ (negedge clock) 
	begin
		sign_extended_value = {{16{value[15]}}, value[15:0]};
	end
endmodule
==> flow/run.sh <==
#!/bin/bash
# OpenROAD 26Q1-2900-gdf79404cd8, Yosys 0.63+post, stock flow scripts
make -C /OpenROAD-flow-scripts/flow DESIGN_CONFIG=/design/flow/config.mk WORK_HOME=/design/flow/orfs finish
==> flow/config.mk <==
export PLATFORM = sky130hd
export DESIGN_NAME = Decode
export DESIGN_NICKNAME = Decode
export VERILOG_FILES = /design/flow/design.v
export SDC_FILE = /design/flow/constraint.sdc
export NUM_CORES = 4
export LEC_CHECK = 1
export CORE_UTILIZATION = 50
==> flow/constraint.sdc <==
current_design Decode

set clk_period 8.3
set clk_io_pct 0.2

create_clock -name clk0 -period $clk_period [get_ports {clock}]

set non_clock_inputs [all_inputs -no_clocks]
set_input_delay [expr $clk_period * $clk_io_pct] -clock clk0 $non_clock_inputs
set_output_delay [expr $clk_period * $clk_io_pct] -clock clk0 [all_outputs]
==> notes.org <==
#+TITLE: Implementation results

** Final layout
- The post-route netlist has 8.93% of its cells at a drive strength greater than 1.
- Between the synthesized netlist and the finished layout, the area growth was recorded as 13.8%.

** Worst setup path
- On the critical path the largest part of the delay comes from flip-flops.
- Type of the worst setup path :: flop to primary output
- Required time at the endpoint of the critical path :: 6.64 ns
- Critical Path Slowest Stage Cell :: sky130_fd_sc_hd__dfxtp_1
- For this run, the slowest stage of the critical path takes 0.60 ns.
- Buf+Inv Stages, Crit Path :: 1
- STA classifies the critical path startpoint as a flop.
- The critical path starts at sign_extension_m.sign_extended_value[15]$_DFF_N_.
- The signal on the critical path passes through clkdlybuf4s50_1.
- STA classifies the critical path endpoint as a primary output.
- Highest fanout seen on the critical path :: 17
- Arrival time worst endpoint :: 6.00 ns

** Drt
- After detailed routing, the number of vias per cell comes to 6.31.
- First-iteration detailed-routing DRC count :: 1,957
- According to the report, the first pass of detailed routing completed in 8 iterations.
- The detail route stage leaves a number of antenna-violating nets equal to 0.
- The final layout contains routed wiring with a total length of 149 mm.
- The script logs the mean routed wire length per placed instance as 29.9 um.
- DRC :: 0
- Summing over every cut layer, the via total after detailed routing is 31,500.

** Power
- The switching component of the power was reported as 0.00272 W.
- Ratio of total power to cell area :: 208 nW/um^2
- VDD IR-drop max :: 0.000202 V
- Pwr Total :: 0.0117 W
- In the power breakdown, the internal column shows 0.00896 W.
- Per report_power, the clock group accounts for 40.2% of the total.
- Cell leakage power :: 20.8 nW
- Looking at the power breakdown, combinational cells take 9.4% of the total.
- Net switching is 23.3% of the power.
- Part of the power in registers :: 50.4%

** Clock network
- Clock Pin Slew Worst Setup and Hold Paths :: 0.05 ns
- The number of setup buffers added after CTS is 0.
- Cells resized by post-CTS repair :: 0
- Counting along the longest clock path gives a buffer depth of 3.
- H-tree lvl count :: 3
- The clock net in this run drives a total of 1,040 sinks.
- Clock tree root driver cell :: sky130_fd_sc_hd__clkbuf_16
- For this design, the CTS-stage hold fixing added 0 buffers.
- TritonCTS clock tree :: yes
- Cts bufs inserted :: 109

** Floorplanning
- Overall die width :: 316 um
- During I/O placement, the number of pins put on the boundary was 183.
- The die is 316 um tall.
- Before placement the cells fill 50.7% of the core.
- The floorplan has 114 rows.
- Chip Area :: 99,900 sq um
- The floorplan step defined a core boundary enclosing 97,300 sq um.

** Synth
- Per-instance average area after synthesis :: 14.4 sq um
- The cell count after synthesis came out at 3,437.
- Compound-Gate Fraction of Synth Area :: 7.95%
- Warnings reported by Yosys during synthesis add up to 3.
- Simple Share, Synth :: 4.74%
- Parity-gate share of the synthesized area counting xor and xnor cells :: 0%
- Post-Synth Adder-Cell Area :: 0%
- Total of flip-flops plus latches after synthesis :: 1,040
- Register share after synthesis :: 63.0%
- The cell area that synthesis handed to floorplanning was 49,300 sq um.
- The synthesis run identifies the leading combinational cell family as multiplexers.
- Cell count in the Yosys report :: 3,437
- The area recorded from the Yosys report for this design is 49,300 sq um.
- In this run, distinct cell masters in the synthesized netlist total 27.
- Summing all multiplexer cells gives an area fraction of 20.8%.

** Final timing
- Number of max-slew violations in the final report :: 0
- Setup repair after global routing left no endpoint under its margin.
- Looking at the max-slew report, the worst-margin pin has a slew of 1.03 ns.
- Max_slew headroom :: 31.4%
- For reference, the final report shows the hold violation count at 0.
- Setup Viol. Count Final :: 0
- Sum of negative setup slack :: 0 ns

** Worst hold path
- The worst hold path begins at write_data[2].
- Class of the tightest hold or removal check :: input port to flop

** Placement
- Placed wire-length estimate after detailed placement :: 81.9 mm
- Port-buffer cells :: 182
- Final estimated routing congestion in global placement :: 0.861

** Global routing
- Wire length of the first global-routing pass :: 214 mm
- The number of antenna violations at the first check in global routing is 2.
- Entering global routing, the biggest net connects 92 pins.
- Remaining Overflow, GRT :: 0
- Number of global-route vias before repair :: 33,200
- All-layer global routing usage :: 32.9%

** Run
- In this run the maximum-capacitance check reported violations numbering 0.
- Across all stage logs, warnings added up to 42.

** Run status
- Outcome :: finished clean
==> cells in the mapped netlist <==
library cell               number  area (sq um)
sky130_fd_sc_hd__or3b_2         3          26.3
sky130_fd_sc_hd__or3_1          1          6.26
sky130_fd_sc_hd__buf_2         80           400
sky130_fd_sc_hd__dfxtp_1       16           320
sky130_fd_sc_hd__clkbuf_1      73           274
sky130_fd_sc_hd__nand2b_1       4          25.0
sky130_fd_sc_hd__a22o_1       128          1120
sky130_fd_sc_hd__a31oi_1       64           400
sky130_fd_sc_hd__nor2_1        34           128
sky130_fd_sc_hd__nand3b_1       5          37.5
sky130_fd_sc_hd__buf_6         37           417
sky130_fd_sc_hd__conb_1         1          3.75
sky130_fd_sc_hd__clkbuf_4       4          30.0
sky130_fd_sc_hd__buf_1          7          26.3
sky130_fd_sc_hd__inv_1          1          3.75
sky130_fd_sc_hd__edfxtp_1    1024         30700
sky130_fd_sc_hd__and2_1         7          43.8
sky130_fd_sc_hd__mux2i_1     1024         10200
sky130_fd_sc_hd__buf_4         79           593
sky130_fd_sc_hd__or2_2          2          12.5
sky130_fd_sc_hd__a21oi_1      192           961
sky130_fd_sc_hd__nor3_1        65           325
sky130_fd_sc_hd__nand3_1      194           971
sky130_fd_sc_hd__nor2b_1        4          25.0
sky130_fd_sc_hd__nand2_1      195           732
sky130_fd_sc_hd__a22oi_1      192          1440
sky130_fd_sc_hd__or4_1          1          7.51
==> state kept, by name (all words and copies together), names as in the netlist <==
signal / flops
register_file_m.registers: 1024
sign_extension_m.sign_extended_value: 16
==> cell families (layout without fill, tap and decap cells) <==
| family | count (synthesis) | in the layout |
|---|---|---|
| DFF | 1040 | 1040 |
| and+or+nand+nor | 515 | 515 |
| muxes | 1024 | 1024 |
| other | 1 | 33 |
| buffers and inverters | 281 | 530 |
| AOI/OAI and AO/OA | 576 | 576 |
==> power by group through the flow <==
stage | sequential [W] | combinational (W) | clock [W]
CTS | 0.00588 | 0.00109 | 0.00477
global route | 0.00589 | 0.00117 | 0.00498
finish | 0.00588 | 0.00110 | 0.00470
==> final cells by class <==
type	count	area, sq um
multi-input combinational	2147	16900
fill	7250	41200
timing repair buffer	311	3050
clock buffer	136	2910
clock inverter	83	557
antenna	1	2.50
sequential	1040	31100
tap	1276	1600
==> path summary, 6_finish.rpt <==
path                                                    endpoint  cells past startpoint  slack, ns
worst min-delay path  register_file_m.registers[15][2]$_DFFE_PP_                      2       1.79
worst max-delay path                 sign_extended_immediate[15]                      1       0.64
==> per-stage QoR <==
step	cells	util, %	hold WS (ns)	area [sq um]	worst slack (ns)
after floorplan	3468	-	1.76	49400	1.80
after global placement	4775	54.1	2.47	52700	1.39
after detailed placement	4775	54.1	2.49	52700	1.34
after CTS	4993	57.7	1.74	56100	0.601
after global routing	4993	57.7	1.78	56100	0.507
final	4994	57.7	1.79	56100	0.637
==> metal layers <==
metal,wire length (um),share of wire (%),vias up,global-route usage [%]
met5,348,0.23,-,3.36
met4,6110,4.1,16,10.3
met3,23700,16,319,22.9
met2,67400,45,1967,46.7
met1,51500,35,15300,41.8
li1,-,-,13900,-
==> layout by cell type, fill, tap and decap left out, types with 20 or more instances in the layout <==
cell type,n
sky130_fd_sc_hd__a31oi_1,64
sky130_fd_sc_hd__nor3_1,65
sky130_fd_sc_hd__a21oi_1,192
sky130_fd_sc_hd__buf_4,109
sky130_fd_sc_hd__conb_1,32
sky130_fd_sc_hd__nor2_4,33
sky130_fd_sc_hd__a22o_1,128
sky130_fd_sc_hd__nand2_1,193
sky130_fd_sc_hd__nand3_1,194
sky130_fd_sc_hd__a22oi_1,192
sky130_fd_sc_hd__mux2i_1,1024
sky130_fd_sc_hd__clkinv_1,29
sky130_fd_sc_hd__clkbuf_16,113
sky130_fd_sc_hd__buf_12,20
sky130_fd_sc_hd__clkbuf_1,23
sky130_fd_sc_hd__edfxtp_1,1024
sky130_fd_sc_hd__clkdlybuf4s50_1,180
Power is estimated from default activity; no workload was simulated.
