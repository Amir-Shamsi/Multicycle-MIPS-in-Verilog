### /design/flow/design.v
`timescale 1ns / 1ps
module ID_EX_Register(
    input clock,
    input hit,
    input [31:0] readData1,
    input [31:0] readData2,
    input [31:0] signExImmediate,
    input RegDst,
    input ALUSrc,
    input MemtoReg,
    input RegWrite,
    input MemRead,
    input MemWrite,
    input Branch,
    input [2:0] ALUOp,
    input [4:0] rt,
    input [4:0] rd,
    input [5:0] funct,
    input [31:0] nextPC,
	 input jumpSignal,
    output reg [31:0] readData1Out,
    output reg [31:0] readData2Out,
    output reg [31:0] signExImmediateOut,
    output reg RegDstOut,
    output reg ALUSrcOut,
    output reg MemtoRegOut,
    output reg RegWriteOut,
    output reg MemReadOut,
    output reg MemWriteOut,
    output reg BranchOut,
    output reg [5:0] ALUOpOut,
    output reg [4:0] rtOut,
    output reg [4:0] rdOut,
    output reg [5:0] functOut,
    output reg [31:0] nextPCOut,
    output wire hitOut,
	 output reg jumpSignalOut
    );
always@ (negedge clock) begin
	if(hit) begin
	 readData1Out = readData1;
    readData2Out = readData2;
    signExImmediateOut = signExImmediate;
    RegDstOut = RegDst;
    ALUSrcOut = ALUSrc;
    MemtoRegOut = MemtoReg;
    RegWriteOut = RegWrite;
    MemReadOut = MemRead;
    MemWriteOut = MemWrite;
    BranchOut = Branch;
    ALUOpOut = ALUOp;
    rtOut = rt;
    rdOut = rd;
    functOut = funct;
    nextPCOut = nextPC;
	 jumpSignalOut = jumpSignal;
	end
end
assign hitOut = hit;
endmodule
### /design/flow/run.sh
#!/bin/bash
# OpenROAD 26Q1-2900-gdf79404cd8, Yosys 0.63+post, stock flow scripts
make -C /OpenROAD-flow-scripts/flow DESIGN_CONFIG=/design/flow/config.mk WORK_HOME=/design/flow/orfs finish
### /design/flow/config.mk
export PLATFORM = sky130hd
export DESIGN_NAME = ID_EX_Register
export DESIGN_NICKNAME = ID_EX_Register
export VERILOG_FILES = /design/flow/design.v
export SDC_FILE = /design/flow/constraint.sdc
export NUM_CORES = 4
export LEC_CHECK = 1
export CORE_AREA = 10 10 209 209
export DIE_AREA = 0 0 219 219
### /design/flow/constraint.sdc
current_design ID_EX_Register

set clk_period 1.0
set clk_io_pct 0.2

create_clock -name clk0 -period $clk_period [get_ports {clock}]

set non_clock_inputs [all_inputs -no_clocks]
set_input_delay [expr $clk_period * $clk_io_pct] -clock clk0 $non_clock_inputs
set_output_delay [expr $clk_period * $clk_io_pct] -clock clk0 [all_outputs]
==> run notes <==
Reports from this run.

- The count of instantiated cells in the yosys netlist is 161.
- The flow ran to the end, but the final reports show violations.
- The critical path start-end classification is reg2out.
- The count of buffers added on input and output ports is 312.
- The pin count of the biggest net entering global routing reads 35.
- The depth of the CTS H-tree is 4.
- In this run the count of I/O pins placed on the die edge is roughly 320.
- In this run the most critical hold path is launched from hit.
- The share of the core filled by cells before placement is 0.121.
- The critical path maximum fanout is 1.
- The clock transition at the register clock pins on the worst setup and hold paths after CTS reads ~0.030 ns.
- The sequential fraction of the synthesis area reads 0.992.
- The share of total power dissipated in the clock network is 0.476.
- The overall global routing resource usage reads 0.0690.
- The script reports the combined buffer and inverter count of the critical path as 1.
- The instance tally after logic synthesis reads 161.
- The chip occupies 48000 µm².
- The number of antenna diodes in the final layout is 0.
- Data arrives at the worst endpoint at 1.53 ns.
- Of the total power, combinational logic draws 0.077.
- The hold violation count in the final report is 0.
- The cell family contributing the most delay on the critical path reads flip-flops.
- The number of DRC violations after detailed routing is 0.
- The stage delay of the slowest cell on the critical path reads 0.42 ns.
- Looking at the clock tree report, the maximum root-to-sink buffer count equals 2.
- The dominant register cell is sky130_fd_sc_hd__edfxtp_1.
- The TritonCTS clock tree is done.
- The placer congestion estimate reads 0.768.
- The routed wire length is 17.4 mm.
- The number of setup violations in the final report reads 172.
- The endpoint class of the critical path reads an output pin.
- The max-capacitance violation count reads 0.
- The number of placement rows is around 72.
- The routed via count reads ~3500.
- The share of total power dissipated in sequential elements is 0.447.
- Per the OpenROAD floorplan log, the height of the die is 219 µm.
- The cell count of the worst hold path reads 3.
- The worst hold path class reads in2reg.
- The areal power density over the cells is slightly below 2000 nW/µm².
- The via count of the first global-routing pass came to 3957.
- The average instance in the mapped netlist occupies 29.1 µm².
- Setup repair after global routing could not meet its margin everywhere.
- The buffer cell driving the clock tree root reads sky130_fd_sc_hd__clkbuf_16.
- STA on the placed design reports a worst setup slack of -0.679 ns.
- The first-pass iteration count of the detailed router is 3.
- The netlist uses 4 different library cells.
- The global-route wire length before repair reads 23.7 mm.
- The final critical-path setup slack reads -0.730 ns.
- Of the cells placed in the final design, the portion with a size suffix greater than 1 is 0.300.
- The leftover overflow at the end of global routing reads 0.
- The hold path endpoint is readData2Out[25].
- The worst path required time reads 0.80 ns.
- The core utilization of the finished layout reads 0.234.
- The horizontal die dimension reported for this design is 219 µm.
- The cell sequence reported for the critical path is buf_6.
- The commonest cells after synthesis are 155 x sky130_fd_sc_hd__edfxtp_1, 4 x sky130_fd_sc_hd__buf_4, 1 x sky130_fd_sc_hd__conb_1, 1 x sky130_fd_sc_hd__inv_1.
- The tally of yosys warning messages is 1.
- The synthesized flop and latch total is 155.
- Of the post-synthesis cell area, the dominant cell type holds 0.992.
- The worst slack on hold paths is 0.768 ns.
- The average detailed-routed wire length per instance reads 14.6 µm.
- The remaining antenna violation count is 0.
- The clock tree has to reach 155 sinks.
- The number of warnings reported in the stage logs is between 150 and 200.
- In the routed layout, each cell is associated on average with a via count of 2.91.
- The top cell type by instance count after synthesis reads sky130_fd_sc_hd__edfxtp_1.
- The switching portion of total power comes to 0.275.
- The worst setup path is launched from a register.
- The synthesis report gives the async set-or-reset register share as 0.
- The script extracted a net switching power of 4.84 mW.
- Summed over all nets, the half-perimeter wirelength after detailed placement is around 13 mm.
- For the completed layout, the total cell area is recorded as 9130 µm².
- The largest area contributor in the netlist is sky130_fd_sc_hd__edfxtp_1.
- The core area is 38900 µm².
- The placement-stage cell area is 8550 µm².
- The worst vdd rail ir drop is 1.14 mV.
- The checks that failed: negative setup slack.
- By area the synthesized netlist is led by sky130_fd_sc_hd__edfxtp_1 99%, sky130_fd_sc_hd__buf_4 0.64%, sky130_fd_sc_hd__conb_1 0.080%.
- The number of antenna violations at the first check in global routing was 1.
- Max-slew check failures listed in the final report amount to 0.
- The number of clock buffers inserted by TritonCTS reads 17.
- Summing every instance area after synthesis gives 4690 µm².
- The area added between synthesis and finish is 94.5%.
- The number of flops mapped to enable cells by yosys reads 155.
- The reported leakage power is approximately 4 nW.
- In this run, the number of DRC markers left after iteration 0 of detailed routing was 134.
- The critical path's slowest cell is sky130_fd_sc_hd__edfxtp_1.
- The setup TNS after final layout is -96.32 ns.
- The internal power summed over all cells reads 12.8 mW.
- The synthesis area per yosys reads 4690 µm².
==> repair_timing <==
item,CTS,global route
gates resized,523,1
cloned,2,2
endpoints found under the hold margin,0,0
pin swaps,0,0
buffers inserted,4,0
endpoints found under the setup margin,258,178
hold buffers,0,0
==> power by group through the flow <==
stage / clock network (mW) / registers (mW) / logic (mW)
global route: 9.72 / 7.91 / 1.50
finish: 8.39 / 7.88 / 1.36
CTS: 8.96 / 7.89 / 1.39
==> metrics by stage <==
| stage | std cells | power (mW) |
|---|---|---|
| global placement | 998 | 10.7 |
| CTS | 1190 | 18.2 |
| floorplan | 163 | 8.79 |
| finish | 1192 | 17.6 |
| detailed placement | 998 | 10.7 |
| global route | 1192 | 19.1 |
==> routing by layer <==
| layer | vias up | wire length (µm) | global-route usage |
|---|---|---|---|
| met1 | 1506 | 6170 | 0.0672 |
| met2 | 272 | 7750 | 0.0948 |
| met4 | 2 | 385 | 0.0329 |
| met3 | 35 | 3110 | 0.0680 |
| met5 | - | 13 | 0 |
| li1 | 1652 | - | - |
==> area by class of cell <==
cell class | instances | area (µm²)
Clock buffer | 17 | 425
Clock inverter | 170 | 702
Fill cell | 4081 | 29800
Multi-Input combinational cell | 3 | 11.3
Sequential cell | 155 | 4650
Tap cell | 518 | 648
Timing Repair Buffer | 329 | 2680
==> kinds of logic (layout without fill, tap and decap cells) <==
group	Yosys count	count (layout)	synth area share
flops	155	155	0.992
buf+inv	5	516	0.00720
other cells	1	3	0.000799
==> cells in the final DEF, fill, tap and decap left out, types with 2 or more instances in the layout <==
master	instances
sky130_fd_sc_hd__buf_4	2
sky130_fd_sc_hd__clkinv_4	5
sky130_fd_sc_hd__clkbuf_16	19
sky130_fd_sc_hd__conb_1	3
sky130_fd_sc_hd__clkdlybuf4s50_1	155
sky130_fd_sc_hd__buf_12	2
sky130_fd_sc_hd__inv_8	4
sky130_fd_sc_hd__buf_6	6
sky130_fd_sc_hd__edfxtp_1	155
sky130_fd_sc_hd__buf_2	154
sky130_fd_sc_hd__inv_1	158
sky130_fd_sc_hd__buf_16	6
==> registers in the layout, summed over array words and instances, names as in the netlist, 3 cells and up <==
register,cells
readData1Out,32
nextPCOut,32
signExImmediateOut,32
functOut,6
readData2Out,32
rdOut,5
rtOut,5
ALUOpOut,3
==> how the worst max path moves through the flow <==
stage / from / endpoint / slack [ns] / depth (start not counted)
finish: nextPCOut[14] / nextPCOut[14] / -0.73 / 1
CTS: nextPCOut[14] / nextPCOut[14] / -0.80 / 1
global route: nextPCOut[14] / nextPCOut[14] / -0.81 / 1
No activity file was given, so power comes from the tool's default toggle rates.
