### flow/config.mk
export PLATFORM = sky130hd
export DESIGN_NAME = Execute
export DESIGN_NICKNAME = Execute
export VERILOG_FILES = /design/flow/design.v
export SDC_FILE = /design/flow/constraint.sdc
export NUM_CORES = 4
export LEC_CHECK = 1
export CORE_UTILIZATION = 50
### flow/constraint.sdc
current_design Execute

set clk_period 23.9
set clk_io_pct 0.2

create_clock -name clk0 -period $clk_period

set non_clock_inputs [all_inputs -no_clocks]
set_input_delay [expr $clk_period * $clk_io_pct] -clock clk0 $non_clock_inputs
set_output_delay [expr $clk_period * $clk_io_pct] -clock clk0 [all_outputs]
### flow/design.v
`timescale 1ns / 1ps
module ALU(
    input wire [4:0] ALUCnt,
    input wire [31:0] input1,
    input wire [31:0] input2,
    input [4:0] shamt,
    output reg [31:0] result,
    output reg zero
    );
initial begin
	result = 0;
	zero = 1;
end
always @(*) begin
	if(ALUCnt == 0) begin
		result = input1 + input2;
		zero = result? 0:1;
	end
	else if(ALUCnt == 1) begin
		result = input1 - input2;
		zero = result? 0:1;
	end
	else if(ALUCnt == 2) begin
		result = ~input1;
		zero = result? 0:1;
	end
	else if(ALUCnt == 3) begin
		result = input1 << shamt;
		zero = result? 0:1;
	end
	else if(ALUCnt == 4) begin
		result = input1 >> shamt;
		zero = result? 0:1;
	end
	else if(ALUCnt == 5) begin
		result = input1 & input2;
		zero = result? 0:1;
	end
	else if(ALUCnt == 6) begin
		result = input1 | input2;
		zero = result? 0:1;
	end
	else if(ALUCnt == 7) begin
		result = (input1 < input2)? 1: 0;
		zero = result? 0:1;
	end
	else if(ALUCnt == 8) begin  
		zero = (input1 == input2)? 1: 0;
	end
	else if(ALUCnt == 9) begin  
		zero = (input1 != input2)? 1: 0;
	end
	else if(ALUCnt == 10) begin  
		zero = (input1 > input2)? 1: 0;
	end
	else if(ALUCnt == 11) begin  
		zero = (input1 >= input2)? 1: 0;
	end
	else if(ALUCnt == 12) begin  
		zero = (input1 < input2)? 1: 0;
	end
	else if(ALUCnt == 13) begin  
		zero = (input1 <= input2)? 1: 0;
	end
	else if(ALUCnt == 14) begin  
		zero = 1;
	end
	else if(ALUCnt == 15) begin  
		result = input1 * input2;
		zero = result? 0:1;
	end
	else if(ALUCnt == 16) begin  
		result = input1 / input2;
		zero = result? 0:1;
	end
	else if(ALUCnt == 17) begin  
		result = input1 >>> input2;
		zero = result? 0:1;
	end
end
endmodule
`timescale 1ns / 1ps
module ALUControlUnit(
    input [5:0] ALUOp,
    input [5:0] funct,
    output reg [4:0] ALUCnt
    );
always@(ALUOp or funct) begin
	if (ALUOp == 0) begin
		case(funct)
			6'b000000: begin  
				ALUCnt = 4'b0000;
			end
			6'b000001: begin  
				ALUCnt = 4'b0001;
			end
			6'b000010: begin  
				ALUCnt = 4'b0101;
			end
			6'b000011: begin  
				ALUCnt = 4'b0110;
			end
			6'b000100: begin  
				ALUCnt = 4'b0111;
			end
			6'b000101: begin  
				ALUCnt = 4'b0011;
			end
			6'b000110: begin  
				ALUCnt = 4'b0100;
			end
			6'b000111: begin  
				ALUCnt = 4'b0010;
			end
			6'b001000: begin  
				ALUCnt = 17;
			end
		endcase
	end
	else if (ALUOp == 3'b001)  
		ALUCnt = 4'b0001;
	else if (ALUOp == 3'b010)  
		ALUCnt = 4'b0111;
	else if (ALUOp == 3'b011)  
		ALUCnt = 4'b0000;
	else if(ALUOp == 4) begin  
		ALUCnt = 8;
	end
	else if(ALUOp == 5) begin  
		ALUCnt = 9;
	end
	else if(ALUOp == 6) begin  
		ALUCnt = 10;
	end
	else if(ALUOp == 7) begin  
		ALUCnt = 11;
	end
	else if(ALUOp == 8) begin  
		ALUCnt = 12;
	end
	else if(ALUOp == 9) begin  
		ALUCnt = 13;
	end
	else if(ALUOp == 10) begin  
		ALUCnt = 14;
	end
	else if(ALUOp == 11) begin  
		ALUCnt = 15;
	end
	else if(ALUOp == 12) begin  
		ALUCnt = 16;
	end
end
endmodule
`timescale 1ns / 1ps
module Execute(
    input clock,
    input [31:0] ALUReadData1,
    input [31:0] ALUReadData2,
    input [31:0] immediate,
    input [5:0] funct,
    input [2:0] ALUOp,
    input ALUSrc,
    output wire [31:0] ALUResult,
    output wire zero
    );
	wire [31:0] out_from_mul;
	wire [3:0] ALUCnt;
	multiplexer32bit2X1 multiplexer32bit2X1_m(
		ALUReadData2,
		immediate,
		ALUSrc,
		out_from_mul
	);
	ALUControlUnit ALUControlUnit_m(
		ALUOp,
		funct,
		ALUCnt
	);
	ALU alu_m(
		ALUCnt,
		ALUReadData1,
		out_from_mul,
		immediate[10:6],  
		ALUResult,
		zero
	);
endmodule
`timescale 1ns / 1ps
module multiplexer32bit2X1(
    input [31:0] input1,
    input [31:0] input2,
    input select,
    output wire [31:0] out
    );
	assign out = select? input2 : input1;
endmodule
### flow/run.sh
#!/bin/bash
# OpenROAD 26Q1-2900-gdf79404cd8, Yosys 0.63+post, stock flow scripts
make -C /OpenROAD-flow-scripts/flow DESIGN_CONFIG=/design/flow/config.mk WORK_HOME=/design/flow/orfs finish
==> metrics.yaml <==
outcome: "finished, final reports clean"
yosys-stat-cells: 3823
via_per_inst: 6.58
track_usage_pct: 51.0
grt_pass1_vias: 30700
coreArea_um2: 56800
tns_ns: 0
power.density_nw_per_um2: 280
synth-seq-cells: 37
dr.pass1.iters: 7
most-common-layout-cells: "609 x inv_1, 578 x nand2_1, 410 x fa_1, 361 x nor2_1, 219 x ha_1"
vdd_drop_max_v: 0.000822
ys_types: 88
nFillCells: 4998
unclocked_pins: 37
die_w_um: 243
dpl.hpwl_um: 105000
post-place-ws_ns: 3.30
hold_viol: 0
setup-violations-final: 0
cp_slowest_cell: "a211oi_1"
chipArea_um2: 59000
drtAntennaViolNets: 0
lay_top_count: "inv_1"
fp_util_pct: 51.1
syn_to_final_growth_pct: 6.86
io_pins: 140
ys_area_um2: 29000
power.switching_mw: 5.43
io_buffer_count: 139
cts_setup_buffers: 0
finalClockPeriodUsage_pct: 88.2
critPathArrivalTime_ns: 16.29
combGateArea_um2: 25200
p_leak_nw: 14.5
syn_area_per_cell_um2: 7.59
routedWlPerCell_um: 31.0
antenna_found_initial: 9
die_h_um: 243
crit_end: "zero"
period_needed_ns: 21.07
worstPathRequired_ns: 19.12
intPower_mw: 3.27
gp_congestion: 1.12
cts-hold-fix-buffers: 0
regArea_um2: 556
wl_um: 141000
cts.repair.resized: 0
edf_count: 0
crit_path_max_fanout: 41
relSlewSlack_pct: 20.2
syn_inst: 3823
yosysWarnings: 5
syn-cell-area_um2: 29000
worst_slack_ns: 2.83
async_flop_share_pct: 0
power.total_mw: 8.69
rsz0062_at_grt: "no"
crit_type: "input pin to output pin"
grt.overflow.total: 0
critPathCaptureType: "output pin"
drcViolationCount: 0
drive_above_1_share_pct: 6.16
drtIter0Drc: 3479
grt_max_degree: 73
rows: 87
tightest_slew_ns: 1.18
crit_path_start: "ALUSrc"
cp-start-kind: "input pin"
via_count: 30000
grt_pass1_wl_um: 206000
warning_count: 70
slew_viol_final: 0
critical-path-max-stage-delay_ns: 0.79
untimed_endpoints: 69
fmax_ghz: 0.0475
drv_cap: 0
yosys_most_used_dff: "dlxtn_1"
switching_share_pct: 62.4
-- cell type report --
class	count	area share, %
Tap cell	756	3.05
Sequential cell	37	1.79
Multi-Input combinational cell	2918	81.3
Timing Repair Buffer	221	6.28
Inverter	623	7.55
Antenna cell	5	0.0404
-- logic make-up after synthesis --
group	Yosys count	share of synthesized area (%)
muxes	203	10.4
adders and majority gates	629	37.7
and+or+nand+nor	1230	18.2
buffers and inverters	868	11.4
latches	37	1.91
other	1	0.0129
AOI/OAI and AO/OA	717	16.1
xor gates and xnor gates	138	4.17
-- synth_stat cells, types with 10 or more instances --
cell	n	area (µm²)
buf_2	21	105
a211oi_1	37	278
nor2b_1	14	87.6
nand4_1	34	213
o21a_1	29	218
xor2_1	28	245
nor2_1	363	1360
o22ai_1	29	181
ha_1	219	2740
nand2_1	578	2170
xnor2_1	110	963
inv_1	609	2290
clkbuf_1	187	702
o31ai_1	11	82.6
o211ai_1	27	203
o221ai_1	23	201
mux2_2	31	349
a31oi_1	38	238
nand3_1	50	250
o311ai_0	10	87.6
fa_1	410	8210
nor3_1	56	280
nand2b_1	17	106
o21bai_1	15	113
buf_1	35	131
a32oi_1	10	87.6
nor4_1	33	206
a21oi_1	181	906
and3_1	13	81.3
mux2i_1	96	961
a221oi_1	15	131
a21o_1	25	188
mux4_2	69	1550
and2_1	10	62.6
dlxtn_1	37	556
clkinv_1	10	37.5
or3_1	16	100
o21ai_0	163	816
-- sequential cells by signal, indices dropped and copies added (netlist names) --
name,flops
alu_m.zero,1
alu_m.result,32
ALUControlUnit_m.ALUCnt,4
-- critical path: cells and delay by family --
| family | cells | cell delay (ns) |
|---|---|---|
| xor+xnor | 1 | 0.20 |
| simple gates | 4 | 1.01 |
| compound gates | 8 | 2.56 |
| buf+inv | 13 | 2.70 |
| mux | 1 | 0.13 |
| fa+ha+maj | 9 | 4.35 |
| latches | 1 | 0.39 |
-- layer usage --
layer  global-route usage (%)  wire length [µm]
met3                     30.1             24200
met4                     27.5             10800
met5                    0.245                64
met1                     66.5             50900
met2                     66.9             55200
-- stage by stage --
step                instance area (µm²)  util (%)  cells
floorplan                         29000         -   3823
detailed placement                31000      54.5   4555
global route                      31000      54.6   4556
finish                            31000      54.6   4560
global placement                  31000      54.5   4555
CTS                               31000      54.5   4555
